==> /design/flow/design.v <==
module decod_col(
  sel,
  a, b, c, d, e, f, g, dp
);
  input [2:0] sel;
  output a, b, c, d, e, f, g, dp;
  wire w0, w1, w2, w3, w4, w5, w6, w7, w8, w9, w10, w11, w12, w13;
  and and0(w0, sel[2], sel[1]);
  or or0(a, w0, sel[0]);
  and and1(w1, sel[1], ~sel[0]);
  and and2(w2, ~sel[1], sel[0]);
  or or1(b, sel[2], w1, w2);
  and and3(w3, sel[1], ~sel[0]);
  or or2(c, sel[2], w3);
  and and4(w4, sel[2], sel[1]);
  and and5(w5, sel[2], sel[0]);
  and and6(w6, ~sel[2], ~sel[1], ~sel[0]);
  or or3(d, w4, w5, w6);
  and and7(w7, sel[2], sel[1]);
  and and8(w8, sel[2], sel[0]);
  or or4(e, w7, w8);
  and and9(w9, sel[2], sel[1]);
  and and10(w10, sel[2], sel[0]);
  and and11(w11, sel[1], sel[0]);
  or or5(f, w9, w10, w11);
  and and12(w12, sel[2], sel[0]);
  and and13(w13, sel[1], ~sel[0]);
  or or6(g, w12, w13);
  assign dp = 1'b1;
endmodule
module TB_decod_col();
  reg [2:0] sel;
  wire a, b, c, d, e, f, g, dp;
  decod_col decod_col(sel, a, b, c, d, e, f, g, dp);
  initial begin
    sel = 3'b000; #10;  
    sel = 3'b001; #10;  
    sel = 3'b010; #10;  
    sel = 3'b011; #10;  
    sel = 3'b100; #10;  
    sel = 3'b101; #10;
    sel = 3'b110; #10;
    sel = 3'b111; #10;
    sel = 3'b000; #10;
    sel = 3'b001; #10;
    sel = 3'b010; #10;
    sel = 3'b011; #10;
    sel = 3'b100; #10;
    sel = 3'b101; #10;
    sel = 3'b110; #10;
    sel = 3'b111; #10;
  end
endmodule
module decodificador_modo(
  enable,
  sel,
  a, b, c, d, e, f, g, dp
);
  input enable;
  input [1:0] sel;
  output a, b, c, d, e, f, g, dp;
  or or0(a, ~enable, ~sel[1]);
  or or1(b, ~enable, ~sel[1]);
  or or2(c, ~enable, ~sel[1], ~sel[0]);
  assign d = 1'b1;
  or or3(e, ~enable, ~sel[1]);
  or or4(f, ~enable, ~sel[1]);
  or or5(g, ~enable, ~sel[1]);
  assign dp = 1'b1;
endmodule
module TB_Decodificador_modo();
  reg enable;
  reg [1:0] sel;
  wire a, b, c, d, e, f, g, dp;
  decodificador_modo decodificador_modo(enable, sel, a, b, c, d, e, f, g, dp);
  initial begin
    enable = 1'b1; sel = 2'b00; #10;  
    enable = 1'b1; sel = 2'b01; #10;  
    enable = 1'b1; sel = 2'b10; #10;  
    enable = 1'b1; sel = 2'b11; #10;  
    enable = 1'b0; sel = 2'b00; #10;  
    enable = 1'b0; sel = 2'b01; #10;  
    enable = 1'b0; sel = 2'b10; #10;  
    enable = 1'b0; sel = 2'b11; #10;  
  end
endmodule
module decodificador_num(
  sel,
  a, b, c, d, e, f, g, dp
);
  input [2:0] sel;
  output a, b, c, d, e, f, g, dp;
  wire w0, w1, w2, w3, w4, w5, w6, w7;
  wire w8, w9, w10, w11, w12, w13, w14, w15;
  and and0(w0, sel[2], ~sel[1], ~sel[0]);  
  and and1(w1, ~sel[2], ~sel[1], sel[0]);  
  or or0(a, w0, w1);
  and and2(w2, sel[2], sel[1], ~sel[0]);  
  and and3(w3, sel[2], ~sel[1], sel[0]);  
  or or1(b, w2, w3);
  and and4(w4, ~sel[2], sel[1], ~sel[0]);  
  or or2(c, w4);
  and and5(w5, sel[2], sel[1], sel[0]);  
  and and6(w6, sel[2], ~sel[1], ~sel[0]);  
  and and7(w7, ~sel[2], ~sel[1], sel[0]);  
  or or3(d, w5, w6, w7);
  and and8(w8, sel[2], ~sel[1]);  
  or or4(e, w8, sel[0]);
  and and9(w9, ~sel[2], sel[1]);  
  and and10(w10, ~sel[2], sel[0]);  
  and and11(w11, sel[1], sel[0]);  
  or or5(f, w9, w10, w11);
  and and12(w12, sel[2], sel[1], sel[0]);  
  and and13(w13, ~sel[2], ~sel[1]);  
  or or6(g, w12, w13);
  assign dp = 1'b1;
endmodule
module TB_Decodificador_num();
  reg [2:0] sel;
  wire a, b, c, d, e, f, g, dp;
  decodificador_num decodificador_num(sel, a, b, c, d, e, f, g, dp);
  initial begin
    sel = 3'b000; #10;  
    sel = 3'b001; #10;  
    sel = 3'b010; #10;  
    sel = 3'b011; #10;  
    sel = 3'b100; #10;  
    sel = 3'b101; #10;  
    sel = 3'b110; #10;  
    sel = 3'b111; #10;  
    sel = 3'b000; #10;  
    sel = 3'b001; #10;  
    sel = 3'b010; #10;  
    sel = 3'b011; #10;  
    sel = 3'b100; #10;  
    sel = 3'b101; #10;  
    sel = 3'b110; #10;  
    sel = 3'b111; #10;  
  end
endmodule
module demux_1x2(Sel, E, Out2, Out1);
  input Sel, E;
  output Out2, Out1;
  and and1(Out2, Sel, E);
  and and2(Out1, ~Sel, E);
endmodule
module TB_demux_1x2;
  reg Sel, E;
  wire Out2, Out1;
  demux_1x2 demux_1x2(Sel, E, Out2, Out1);
  initial begin
    Sel = 1'b0; E = 1'b0; #10;  
    Sel = 1'b0; E = 1'b1; #10;  
    Sel = 1'b1; E = 1'b0; #10;  
    Sel = 1'b1; E = 1'b1; #10;  
  end
endmodule
module demux_1x4(Sel, E, Out4, Out3, Out2, Out1);
	input [1:0] Sel;
	input E;
	output Out1, Out2, Out3, Out4;
	wire W0, W1, W2, W3;
	demux_1x2 d0(.Sel(Sel[1]), .E(E), .Out2(W0), .Out1(W1));
	demux_1x2 d2(.Sel(Sel[0]), .E(W0), .Out2(Out4), .Out1(Out3));
	demux_1x2 d1(.Sel(Sel[0]), .E(W1), .Out2(Out2), .Out1(Out1));
endmodule
module TB_demux_1x4();
	reg [1:0] Sel;
	reg E;
	wire Out1, Out2, Out3, Out4;
	demux_1x4 demux_1x4(Sel, E, Out4, Out3, Out2, Out1);
	initial begin
		Sel = 2'b00; E = 1'b1; #10;  
		Sel = 2'b01; E = 1'b1; #10;  
		Sel = 2'b10; E = 1'b1; #10;  
		Sel = 2'b11; E = 1'b1; #10;  
		Sel = 2'b00; E = 1'b0; #10;  
		Sel = 2'b01; E = 1'b0; #10;  
		Sel = 2'b10; E = 1'b0; #10;  
		Sel = 2'b11; E = 1'b0; #10;  
	end
endmodule
module display(
  contador,
  ATAQUE, PREPARACAO, DESLIGADO,
  coordColuna,
  coordLinha,
  mapa,
  vida,
  a, b, c, d, e, f, g, dp,
  d0, d1, d2, d3
);
  input [1:0] contador;
  input ATAQUE, PREPARACAO, DESLIGADO;
  input [2:0] coordColuna, coordLinha;
  input [1:0] mapa;
  input [2:0] vida;
  output a, b, c, d, e, f, g, dp;
  output d0, d1, d2, d3;
  wire [1:0] contador;
  wire [7:0] dp_mapa, dp_col, dp_linha;
  wire [7:0] dp_vida;
  wire [7:0] s_d0, s_d1, s_d2, s_d3;
  wire [1:0] modo;
  wire d0_t, d1_t, d2_t, d3_t;
  wire ENABLE_D;
  or or0(modo[1], ATAQUE, PREPARACAO);
  and and0(modo[0], ATAQUE);
  or or1(ENABLE_D, ATAQUE, PREPARACAO);
  demux_1x4 demux0(.Sel(contador), .E(ENABLE_D), .Out4(d0_t), .Out3(d1_t), .Out2(d2_t), .Out1(d3_t));
  assign d0 = ~d0_t;
  assign d1 = ~d1_t;
  assign d2 = ~d2_t;
  assign d3 = ~d3_t;
  decodificador_modo dm(
    1'b1,
    modo,
    s_d0[7], s_d0[6], s_d0[5], s_d0[4], s_d0[3], s_d0[2], s_d0[1], s_d0[0]
  );
  decod_col dc(
    coordColuna,
    dp_col[7], dp_col[6], dp_col[5], dp_col[4], dp_col[3], dp_col[2], dp_col[1], dp_col[0]
  );
  decodificador_num dn1(
    coordLinha,
    dp_linha[7], dp_linha[6], dp_linha[5], dp_linha[4], dp_linha[3], dp_linha[2], dp_linha[1], dp_linha[0]
  );
  decodificador_num dn2(
    mapa,
    dp_mapa[7], dp_mapa[6], dp_mapa[5], dp_mapa[4], dp_mapa[3], dp_mapa[2], dp_mapa[1], dp_mapa[0]
  );
  decodificador_num dn3(
    vida,
    dp_vida[7], dp_vida[6], dp_vida[5], dp_vida[4], dp_vida[3], dp_vida[2], dp_vida[1], dp_vida[0]
  );
  mux_16x8 m(
    8'b11111111, dp_vida, ATAQUE, s_d1
  );
  mux_16x8 m0(
    8'b11111111, dp_col, ATAQUE, s_d2
  );
  mux_16x8 m1(
    dp_mapa, dp_linha, ATAQUE, s_d3
  );
  mux_32x8 m2(
    s_d3, s_d2, s_d1, s_d0,
    contador,
    {a, b, c, d, e, f, g, dp}
  );
endmodule
module mux_16x8(
  a, b,
  sel,
  out
);
  input [7:0] a, b;
  input  sel;
  output [7:0] out;
  mux_2x1 mux0(a[0], b[0], sel, out[0]);
  mux_2x1 mux1(a[1], b[1], sel, out[1]);
  mux_2x1 mux2(a[2], b[2], sel, out[2]);
  mux_2x1 mux3(a[3], b[3], sel, out[3]);
  mux_2x1 mux4(a[4], b[4], sel, out[4]);
  mux_2x1 mux5(a[5], b[5], sel, out[5]);
  mux_2x1 mux6(a[6], b[6], sel, out[6]);
  mux_2x1 mux7(a[7], b[7], sel, out[7]);
endmodule
module TB_mux_16x8();
  reg sel;
  reg [7:0] a, b;
  wire [7:0] out;
  mux_16x8 mux_16x8(a, b, sel, out);
  initial begin
    a = 8'b10000011;
    b = 8'b11000111;
    sel = 1'b0; #10;  
    sel = 1'b1; #10;  
  end
endmodule
module mux_2x1(a, b, sel, out);
	input a, b, sel;
	output out;
	wire w0, w1;
	and and0(w0, a, ~sel);
	and and1(w1, b, sel);
	or or0(out, w0, w1);
endmodule
module TB_mux_2x1();
	reg a, b, sel;
	wire out;
	mux_2x1 mux_2x1(a, b, sel, out);
	initial begin
		sel = 1'b0; a = 1'b0; b = 1'b0; #10;  
		sel = 1'b0; a = 1'b0; b = 1'b1; #10;  
		sel = 1'b0; a = 1'b1; b = 1'b0; #10;  
		sel = 1'b0; a = 1'b1; b = 1'b1; #10;  
		sel = 1'b1; a = 1'b0; b = 1'b0; #10;  
		sel = 1'b1; a = 1'b0; b = 1'b1; #10;  
		sel = 1'b1; a = 1'b1; b = 1'b0; #10;  
		sel = 1'b1; a = 1'b1; b = 1'b1; #10;  
	end
endmodule
module mux_32x8(
  a, b, c, d,
  sel,
  out
);
  input [7:0] a, b, c, d;
  input [1:0] sel;
  output [7:0] out;
  mux_4x1 m0(a[0], b[0], c[0], d[0], sel, out[0]);
  mux_4x1 m1(a[1], b[1], c[1], d[1], sel, out[1]);
  mux_4x1 m2(a[2], b[2], c[2], d[2], sel, out[2]);
  mux_4x1 m3(a[3], b[3], c[3], d[3], sel, out[3]);
  mux_4x1 m4(a[4], b[4], c[4], d[4], sel, out[4]);
  mux_4x1 m5(a[5], b[5], c[5], d[5], sel, out[5]);
  mux_4x1 m6(a[6], b[6], c[6], d[6], sel, out[6]);
  mux_4x1 m7(a[7], b[7], c[7], d[7], sel, out[7]);  
endmodule
module TB_Mux32x8();
  reg [1:0] sel;
  wire [7:0] a, b, c, d;
  wire [7:0] out;
  assign a = 8'b10000001;
  assign b = 8'b11000011;
  assign c = 8'b11100111;
  assign d = 8'b11110001;
  mux_32x8 mux_32x8(a, b, c, d, sel, out);
  initial begin
    sel = 2'b00; #10;  
    sel = 2'b01; #10;  
    sel = 2'b10; #10;  
    sel = 2'b11; #10;  
  end
 endmodule
module mux_4x1(a, b, c, d, sel, out);
  input a, b, c, d;
  input [1:0] sel;
  output out;
  wire w0, w1, w2, w3;
  and and0(w0, a, ~sel[1], ~sel[0]);
  and and1(w1, b, ~sel[1], sel[0]);
  and and2(w2, c, sel[1], ~sel[0]);
  and and3(w3, d, sel[1], sel[0]);
  or or0(out, w0, w1, w2, w3);
endmodule
module TB_mux_4x1();
  reg a, b, c, d;
  reg [1:0] sel;
  wire out;
  mux_4x1 mux_4x1(a, b, c, d, sel, out);
  initial begin
    sel = 2'b00; a = 1'b1; b = 1'b0; c = 1'b0; d = 1'b0; #10;  
    sel = 2'b01; a = 1'b0; b = 1'b1; c = 1'b0; d = 1'b0; #10;  
    sel = 2'b10; a = 1'b0; b = 1'b0; c = 1'b1; d = 1'b0; #10;  
    sel = 2'b11; a = 1'b0; b = 1'b0; c = 1'b0; d = 1'b1; #10;  
    sel = 2'b00; a = 1'b0; b = 1'b0; c = 1'b0; d = 1'b0; #10;  
    sel = 2'b01; a = 1'b0; b = 1'b0; c = 1'b0; d = 1'b0; #10;  
    sel = 2'b10; a = 1'b0; b = 1'b0; c = 1'b0; d = 1'b0; #10;  
    sel = 2'b11; a = 1'b0; b = 1'b0; c = 1'b0; d = 1'b0; #10;  
    sel = 2'b00; a = 1'b0; b = 1'b1; c = 1'b1; d = 1'b1; #10;  
    sel = 2'b01; a = 1'b1; b = 1'b0; c = 1'b1; d = 1'b1; #10;  
    sel = 2'b10; a = 1'b1; b = 1'b1; c = 1'b0; d = 1'b1; #10;  
    sel = 2'b11; a = 1'b1; b = 1'b1; c = 1'b1; d = 1'b0; #10;  
  end
 endmodule
==> /design/flow/run.sh <==
#!/bin/bash
# OpenROAD 26Q1-2900-gdf79404cd8, Yosys 0.63+post, stock flow scripts
make -C /OpenROAD-flow-scripts/flow DESIGN_CONFIG=/design/flow/config.mk WORK_HOME=/design/flow/orfs finish
==> /design/flow/config.mk <==
export PLATFORM = sky130hd
export DESIGN_NAME = display
export DESIGN_NICKNAME = display
export VERILOG_FILES = /design/flow/design.v
export SDC_FILE = /design/flow/constraint.sdc
export NUM_CORES = 4
export LEC_CHECK = 1
export CORE_AREA = 10 10 70 70
export DIE_AREA = 0 0 80 80
==> /design/flow/constraint.sdc <==
current_design display

set clk_period 1.9
set clk_io_pct 0.2

create_clock -name clk0 -period $clk_period

set non_clock_inputs [all_inputs -no_clocks]
set_input_delay [expr $clk_period * $clk_io_pct] -clock clk0 $non_clock_inputs
set_output_delay [expr $clk_period * $clk_io_pct] -clock clk0 [all_outputs]
==> impl_metrics.toml <==
# physical design summary
[power]
irDropWorstVdd_mv = 0.0687
finalPower_uw = 234
p_leak_uw = 0.000441
p_per_area_nw_per_um2 = 219

[grt]
grt_pass1_vias = 812
grt_usage_pct = 7.11
antenna_found_initial = 0
grt_max_degree = 9
grt.overflow.total = 0
grt_pass1_wl_mm = 3.91

[yosys]
synth_chip_area_um2 = 524
topCellsByArea = "o21ai_0 (8.6%), nor2_1 (6.4%), inv_1 (5.0%), a31oi_1 (4.8%), o211ai_1 (4.3%)"
synth_seq_share_pct = 0
synth_cell_types = 40
synth.avg_cell_area_um2 = 6.24
ys_cells = 84
top_area_cell = "o21ai_0"
syn_area_um2 = 524
syn_inst = 84
yosys_warnings = 1
top_cell_area_share_pct = 8.59

[placement]
dpl.hpwl_mm = 1.83
gp_congestion = 0.933
io_buffer_count = 26

[clock_network]
postCtsHoldBufs = 0

[routing]
ant_nets = 0
avgViaCountPerCell = 4.64
drt_pass1_iterations = 4
routed_wl_mm = 2.29
dr.first_iter.drc_count = 39
drc = 0
diodes = 0
wl_per_cell_um = 13.1
vias = 807

[worst_setup_path]
worstPathRequired_ps = 1520
cp_cell_sequence = "buf_4 > and4bb_2 > nor3_4 > o31ai_4 > a22o_1 > clkdlybuf4s15_1"
end_kind = "output port"
start_kind = "input pin"
critPathKind = "in -> out"
slowest_delay_ps = 320
arrival_ps = 1460
cp_slowest_cell = "and4bb_2"
critPathBufInv = 2
crit_family = "AND-OR/OR-AND gates"
cp_max_fo = 5

[finish]
seq_area_um2 = 0
areaGrowthSynthToFinish_pct = 104
clockBufferCount = 0
final_core_util_pct = 31.2
ff_count = 0
mostFrequentLayoutCells = "buf_4 (21), buf_6 (9), nor2_1 (7)"
fillers = 372
lay_top_count = "buf_4"
drive_gt1_share_pct = 45.3
comb_area_um2 = 561

[floorplanning]
die_area_um2 = 6400
rows = 21
die_h_um = 80
fp-utilization_pct = 15.3
core_area_um2 = 3420
die_w_um = 80
top_level_ports = 28

[flow_run]
cap_violations = 0
warnings = 34

[final_timing]
holdWs_ps = 1230
fmax_mhz = 542
tns_ps = 0
finalCritPeriodShare_pct = 97.0
period_minus_slack_ps = 1840
slew_violations = 0
finalSetupViolations = 0
hold_viol_final = 0

[run_status]
status = "finished clean"

[hold_path]
hp-class = "in -> out"
-- worst paths after layout --
kind / slack (ps) / cells past startpoint / endpoint / startpoint
worst max-delay path: 60 / 6 / c / coordLinha[0]
worst min-delay path: 1230 / 4 / f / ATAQUE
-- stage by stage --
stage	std cells	cell area, um^2	setup slack (ps)
floorplan	84	524	309
global placement	173	977	-716
detailed placement	173	977	-751
CTS	174	1070	-3.96
global route	174	1070	-4.97
finish	174	1070	56.3
-- cell families after synthesis --
group                    Yosys count  synth area share, %
other                              1                0.715
AND/OR/NAND/NOR                   30                 31.0
XOR/XNOR                           3                 5.01
buffers and inverters             14                 13.6
adder cells (fa/ha/maj)            1                 1.91
AND-OR/OR-AND                     35                 47.7
-- synthesized netlist by cell type, drive strengths merged (2+ instances only) --
cell type  count
xor2           2
o2111ai        2
a31oi          4
buf            6
nand2          2
a211oi         2
o211ai         3
a21oi          3
and2           2
nor2b          3
nor3           3
o21ai          9
a22o           2
inv            7
nor2           9
nand3          3
-- metal layers --
| metal | up-vias | part of all wire (%) | global-route usage (%) |
|---|---|---|---|
| met2 | 21 | 46 | 11.3 |
| met3 | 0 | 7.3 | 1.48 |
| met1 | 376 | 46 | 10.1 |
| met5 | - | 0 | 0 |
| met4 | 0 | 0 | 0.176 |
| li1 | 410 | - | - |
-- repair_timing --
action                                  4_1_cts  5_1_grt
endpoints found under the setup margin       11        9
pin swaps                                    16        9
resized                                      92       13
hold endpoints to repair                      0        0
setup buffers                                 2        0
-- cell type report --
cell class / instances / area share, %
Tap cell: 46 / 5.39
Timing Repair Buffer: 51 / 39.4
Inverter: 7 / 2.70
Multi-Input combinational cell: 70 / 52.5
-- where the power goes --
part	switching [uW]	total (uW)	internal, uW
Sequential	0	0	0
Clock	0	0	0
Combinational	106	234	127
Power figures rest on the tool's default switching activity, not on a simulated workload.
