### flow/run.sh
#!/bin/bash
# OpenROAD 26Q1-2900-gdf79404cd8, Yosys 0.63+post, stock flow scripts
make -C /OpenROAD-flow-scripts/flow DESIGN_CONFIG=/design/flow/config.mk WORK_HOME=/design/flow/orfs finish
### flow/config.mk
export PLATFORM = sky130hd
export DESIGN_NAME = gerenciador_de_ataque
export DESIGN_NICKNAME = gerenciador_de_ataque
export VERILOG_FILES = /design/flow/design.v
export SDC_FILE = /design/flow/constraint.sdc
export NUM_CORES = 4
export LEC_CHECK = 1
export CORE_UTILIZATION = 30
### flow/constraint.sdc
current_design gerenciador_de_ataque

set clk_period 3.2
set clk_io_pct 0.2

create_clock -name clk0 -period $clk_period [get_ports {confirmar}]

set non_clock_inputs [all_inputs -no_clocks]
set_input_delay [expr $clk_period * $clk_io_pct] -clock clk0 $non_clock_inputs
set_output_delay [expr $clk_period * $clk_io_pct] -clock clk0 [all_outputs]
### flow/design.v
module FF_d(D,clk,Q);
  input D;  
  input clk;  
  output reg Q;  
  initial begin
    Q = 1'b0;
  end
  always @(posedge clk) begin
    Q <= D; 
  end 
endmodule 
module TB_FF_d();
  reg D;
  reg clk;
  wire Q;
  FF_d FF_d0(D,clk,Q);
  initial begin
    D = 1'b0; clk = 1'b0; #10;  
    D = 1'b0; clk = 1'b1; #10;  
    D = 1'b1; clk = 1'b0; #10;  
    D = 1'b1; clk = 1'b1; #10;  
    D = 1'b0; clk = 1'b0; #10;  
    D = 1'b0; clk = 1'b1; #10;  
    D = 1'b1; clk = 1'b0; #10;  
    D = 1'b1; clk = 1'b1; #10;  
  end
endmodule
module FF_jk(
  j, k, reset, clock, q
);
  input j, k, clock;
  input reset;
  output q;
  reg q;
  initial begin
    q = 1'b0;
  end
  always @(posedge clock or posedge reset) begin
    if (reset) begin
      q = 1'b0;
    end else begin
      case ({j, k})
        2'b00: q = q;
        2'b01: q = 1'b0;
        2'b10: q = 1'b1;
        2'b11: q = ~q;
      endcase
    end
  end
endmodule
module TB_FF_jk();
  reg j, k, clk, reset;
  wire q;
  FF_jk FF_jk(j, k, reset, clk, q);
  initial begin
    reset = 1'b0;
    j = 1'b0; k = 1'b0; clk = 1'b0; #10;  
    j = 1'b0; k = 1'b0; clk = 1'b1; #10;  
    j = 1'b1; k = 1'b0; clk = 1'b0; #10;  
    j = 1'b1; k = 1'b0; clk = 1'b1; #10;  
    j = 1'b0; k = 1'b1; clk = 1'b0; #10;  
    j = 1'b0; k = 1'b1; clk = 1'b1; #10;  
    j = 1'b1; k = 1'b1; clk = 1'b0; #10;  
    j = 1'b1; k = 1'b1; clk = 1'b1; #10;  
    j = 1'b0; k = 1'b0; clk = 1'b0; #10;  
    j = 1'b0; k = 1'b0; clk = 1'b1; #10;  
    reset = 1'b1; #10;
    reset = 1'b0; #10;
    j = 1'b0; k = 1'b0; clk = 1'b0; #10;  
    j = 1'b0; k = 1'b0; clk = 1'b1; #10;  
  end
endmodule
module comparador_de_igualdade(
  a, b,
  igual
);
  input [6:0] a, b;
  output igual;
  wire [6:0] a_xnor_b;
  xnor xnor0(a_xnor_b[0], a[0], b[0]);
  xnor xnor1(a_xnor_b[1], a[1], b[1]);
  xnor xnor2(a_xnor_b[2], a[2], b[2]);
  xnor xnor3(a_xnor_b[3], a[3], b[3]);
  xnor xnor4(a_xnor_b[4], a[4], b[4]);
  xnor xnor5(a_xnor_b[5], a[5], b[5]);
  xnor xnor6(a_xnor_b[6], a[6], b[6]);
  and and0(igual, a_xnor_b[0], a_xnor_b[1], a_xnor_b[2], a_xnor_b[3], a_xnor_b[4], a_xnor_b[5], a_xnor_b[6]);
endmodule
module TB_comparador_de_igualdade();
  reg [6:0] a, b;
  wire igual;
  comparador_de_igualdade comparador_de_igualdade(a, b, igual);
  initial begin
    a = 7'b0000000; b = 7'b0000000; #10;  
    a = 7'b1111111; b = 7'b1111111; #10;  
    a = 7'b1000001; b = 7'b1000001; #10;  
    a = 7'b1100011; b = 7'b1100011; #10;  
    a = 7'b1110111; b = 7'b1110111; #10;  
    a = 7'b1111001; b = 7'b1111001; #10;  
    a = 7'b1111101; b = 7'b1111101; #10;  
    a = 7'b0000000; b = 7'b1111111; #10;  
    a = 7'b1111111; b = 7'b0000000; #10;  
    a = 7'b1000001; b = 7'b1100011; #10;  
    a = 7'b1100011; b = 7'b1000001; #10;  
    a = 7'b1110111; b = 7'b1111001; #10;  
    a = 7'b1111001; b = 7'b1110111; #10;  
    a = 7'b1111101; b = 7'b1111110; #10;  
  end
endmodule
module contador_vida(clock, reset, S);
	input clock;
	input reset;
	output [1:0] S;
	wire [1:0] curr, next;
	controle_vida controle_vida(next, curr);
	FF_jk ff(
  	 curr[0], ~curr[0], reset, clock, next[0]
   );
	FF_jk ff2(
  	 curr[1], ~curr[1], reset, clock, next[1]
   );
	assign S = next;
endmodule
module controle_vida(E, S);
	input [1:0] E;
	output [1:0] S;
	or or0 (S[1], E[1], E[0]);
	or or1 (S[0], E[1], ~E[0]);
endmodule
module TB_contador_vida();
	reg clock;
	reg reset;
	wire [1:0] S;
	contador_vida contador_vida(clock, reset, S);
	initial begin
		clock = 1'b0; reset = 1'b0; #10;
		clock = 1'b1; reset = 1'b1; #10;
		clock = 1'b0; reset = 1'b0; #10;
		clock = 1'b1; reset = 1'b0; #10;
		clock = 1'b0; reset = 1'b0; #10;
		clock = 1'b1; reset = 1'b0; #10;
		clock = 1'b0; reset = 1'b0; #10;
		clock = 1'b1; reset = 1'b0; #10;
		clock = 1'b0; reset = 1'b0; #10;
		clock = 1'b1; reset = 1'b0; #10;
		clock = 1'b0; reset = 1'b0; #10;
		clock = 1'b1; reset = 1'b0; #10;
		clock = 1'b0; reset = 1'b0; #10;
		clock = 1'b1; reset = 1'b0; #10;
		clock = 1'b0; reset = 1'b0; #10;
		clock = 1'b1; reset = 1'b0; #10;
		clock = 1'b0; reset = 1'b0; #10;
		clock = 1'b1; reset = 1'b0; #10;
		clock = 1'b0; reset = 1'b0; #10;
		clock = 1'b0; reset = 1'b1; #10;
		clock = 1'b1; reset = 1'b0; #10;
		clock = 1'b0; reset = 1'b1; #10;
		clock = 1'b1; reset = 1'b0; #10;
	end
endmodule
module decodificador_3bits(
  sel, s0, s1, s2, s3, s4, s5, s6, s7
);
  input [2:0] sel;
  output s0, s1, s2, s3, s4, s5, s6, s7;
  and and0(s0, ~sel[2], ~sel[1], ~sel[0]);
  and and1(s1, ~sel[2], ~sel[1], sel[0]);
  and and2(s2, ~sel[2], sel[1], ~sel[0]);
  and and3(s3, ~sel[2], sel[1], sel[0]);
  and and4(s4, sel[2], ~sel[1], ~sel[0]);
  and and5(s5, sel[2], ~sel[1], sel[0]);
  and and6(s6, sel[2], sel[1], ~sel[0]);
  and and7(s7, sel[2], sel[1], sel[0]);
endmodule
module TB_Decodificador_3bits();
  reg [2:0] sel;
  wire s0, s1, s2, s3, s4, s5, s6, s7;
  decodificador_3bits decodificador_3bits(sel, s0, s1, s2, s3, s4, s5, s6, s7);
  initial begin
    sel = 3'b000; #10;
    sel = 3'b001; #10;
    sel = 3'b010; #10;
    sel = 3'b011; #10;
    sel = 3'b100; #10;
    sel = 3'b101; #10;
    sel = 3'b110; #10;
    sel = 3'b111; #10;
  end
endmodule
module gerenciador_de_ataque(
  coordColuna, coordLinha, enable,
  confirmar,
  mapa0, mapa1, mapa2, mapa3, mapa4,
  matriz0, matriz1, matriz2, matriz3, matriz4,
  LED_R, LED_G, LED_B,
  vida, tem_vida
);
  input [2:0] coordColuna, coordLinha;  
  input enable, confirmar;  
  input [6:0] mapa0, mapa1, mapa2, mapa3, mapa4;  
  output reg [6:0] matriz0, matriz1, matriz2, matriz3, matriz4;  
  output LED_R, LED_G, LED_B;  
  output [1:0] vida;  
  output tem_vida;  
  wire igual0, igual1, igual2, igual3, igual4;  
  wire errou_ataque;  
  wire diminuir_vida;  
  wire controle_vida;
  initial begin
    matriz0 = 7'b0000000;
    matriz1 = 7'b0000000;
    matriz2 = 7'b0000000;
    matriz3 = 7'b0000000;
    matriz4 = 7'b0000000;
  end
  wire l0, l1, l2, l3, l4, l5, l6;  
  wire c0, c1, c2, c3, c4;  
  wire w0, w1, w2;  
  wire [6:0] tempCol0, tempCol1, tempCol2, tempCol3, tempCol4;  
  wire [6:0] outMapa0, outMapa1, outMapa2, outMapa3, outMapa4;  
  decodificador_3bits d0(.sel(coordLinha), .s0(l0), .s1(l1), .s2(l2), .s3(l3), .s4(l4), .s5(l5), .s6(l6), .s7());
  decodificador_3bits d1(.sel(coordColuna), .s0(c0), .s1(c1), .s2(c2), .s3(c3), .s4(c4), .s5(), .s6(), .s7());
  mux_2mapas_x1 mux0(matriz0, mapa0, c0, tempCol0);
  mux_2mapas_x1 mux1(matriz1, mapa1, c1, tempCol1);
  mux_2mapas_x1 mux2(matriz2, mapa2, c2, tempCol2);
  mux_2mapas_x1 mux3(matriz3, mapa3, c3, tempCol3);
  mux_2mapas_x1 mux4(matriz4, mapa4, c4, tempCol4);
  mux_2x1 mux5(matriz0[0], tempCol0[0], l0, outMapa0[0]);
  mux_2x1 mux6(matriz0[1], tempCol0[1], l1, outMapa0[1]);
  mux_2x1 mux7(matriz0[2], tempCol0[2], l2, outMapa0[2]);
  mux_2x1 mux8(matriz0[3], tempCol0[3], l3, outMapa0[3]);
  mux_2x1 mux9(matriz0[4], tempCol0[4], l4, outMapa0[4]);
  mux_2x1 mux10(matriz0[5], tempCol0[5], l5, outMapa0[5]);
  mux_2x1 mux11(matriz0[6], tempCol0[6], l6, outMapa0[6]);
  mux_2x1 mux12(matriz1[0], tempCol1[0], l0, outMapa1[0]);
  mux_2x1 mux13(matriz1[1], tempCol1[1], l1, outMapa1[1]);
  mux_2x1 mux14(matriz1[2], tempCol1[2], l2, outMapa1[2]);
  mux_2x1 mux15(matriz1[3], tempCol1[3], l3, outMapa1[3]);
  mux_2x1 mux16(matriz1[4], tempCol1[4], l4, outMapa1[4]);
  mux_2x1 mux17(matriz1[5], tempCol1[5], l5, outMapa1[5]);
  mux_2x1 mux18(matriz1[6], tempCol1[6], l6, outMapa1[6]);
  mux_2x1 mux19(matriz2[0], tempCol2[0], l0, outMapa2[0]);
  mux_2x1 mux20(matriz2[1], tempCol2[1], l1, outMapa2[1]);
  mux_2x1 mux21(matriz2[2], tempCol2[2], l2, outMapa2[2]);
  mux_2x1 mux22(matriz2[3], tempCol2[3], l3, outMapa2[3]);
  mux_2x1 mux23(matriz2[4], tempCol2[4], l4, outMapa2[4]);
  mux_2x1 mux24(matriz2[5], tempCol2[5], l5, outMapa2[5]);
  mux_2x1 mux25(matriz2[6], tempCol2[6], l6, outMapa2[6]);
  mux_2x1 mux26(matriz3[0], tempCol3[0], l0, outMapa3[0]);
  mux_2x1 mux27(matriz3[1], tempCol3[1], l1, outMapa3[1]);
  mux_2x1 mux28(matriz3[2], tempCol3[2], l2, outMapa3[2]);
  mux_2x1 mux29(matriz3[3], tempCol3[3], l3, outMapa3[3]);
  mux_2x1 mux30(matriz3[4], tempCol3[4], l4, outMapa3[4]);
  mux_2x1 mux31(matriz3[5], tempCol3[5], l5, outMapa3[5]);
  mux_2x1 mux32(matriz3[6], tempCol3[6], l6, outMapa3[6]);
  mux_2x1 mux33(matriz4[0], tempCol4[0], l0, outMapa4[0]);
  mux_2x1 mux34(matriz4[1], tempCol4[1], l1, outMapa4[1]);
  mux_2x1 mux35(matriz4[2], tempCol4[2], l2, outMapa4[2]);
  mux_2x1 mux36(matriz4[3], tempCol4[3], l3, outMapa4[3]);
  mux_2x1 mux37(matriz4[4], tempCol4[4], l4, outMapa4[4]);
  mux_2x1 mux38(matriz4[5], tempCol4[5], l5, outMapa4[5]);
  mux_2x1 mux39(matriz4[6], tempCol4[6], l6, outMapa4[6]);
  always @(posedge confirmar or negedge enable) begin
    if (~enable) begin
      matriz0 = 7'b0000000;
      matriz1 = 7'b0000000;
      matriz2 = 7'b0000000;
      matriz3 = 7'b0000000;
      matriz4 = 7'b0000000;
    end
    else begin
      if (confirmar) begin
        matriz0 = outMapa0;
        matriz1 = outMapa1;
        matriz2 = outMapa2;
        matriz3 = outMapa3;
        matriz4 = outMapa4;
      end
    end
  end
  comparador_de_igualdade cdi(matriz0, outMapa0, igual0);
  comparador_de_igualdade cd1(matriz1, outMapa1, igual1);
  comparador_de_igualdade cd2(matriz2, outMapa2, igual2);
  comparador_de_igualdade cd3(matriz3, outMapa3, igual3);
  comparador_de_igualdade cd4(matriz4, outMapa4, igual4);
  and and0(errou_ataque, igual0, igual1, igual2, igual3, igual4);
  FF_d ff_vida(errou_ataque,confirmar,controle_vida);
  contador_vida contador_vida(.clock(controle_vida && confirmar && errou_ataque), .reset(~enable), .S(vida));
  or or_vida(tem_vida, ~vida[1], ~vida[0]);  
  and and1(w0, errou_ataque, enable, tem_vida);
  and and2(w1, ~errou_ataque, enable, tem_vida);
  FF_jk FF_jk1(
  	w0, ~w0, ~enable, confirmar, LED_R
  );
  FF_jk FF_jk2(
  	w1, ~w1, ~enable, confirmar, LED_G
  );
  and and_led_b(LED_B, ~tem_vida);  
endmodule
module TB_gerenciador_de_ataque();
  reg [2:0] coordColuna, coordLinha;
  reg enable, confirmar;
  wire [6:0] mapa0, mapa1, mapa2, mapa3, mapa4;
  wire [6:0] matriz0, matriz1, matriz2, matriz3, matriz4;
  wire LED_R, LED_G, LED_B;
  wire [1:0] vida;
  assign mapa0 = 7'b1110001;
  assign mapa1 = 7'b0100000;
  assign mapa2 = 7'b0000000;
  assign mapa3 = 7'b0000000;
  assign mapa4 = 7'b1110000;
  gerenciador_de_ataque gerenciador_de_ataque(
    coordColuna, coordLinha, enable,
    confirmar,
    mapa0, mapa1, mapa2, mapa3, mapa4,
    matriz0, matriz1, matriz2, matriz3, matriz4,
    LED_R, LED_G, LED_B,
    vida
  );
  initial begin
    enable = 1'b1;
    confirmar = 1'b0;
    coordColuna = 3'b000;  coordLinha = 3'b000; confirmar = 1'b1; #10;
    confirmar = 1'b0; #10;
    coordColuna = 3'b000;  coordLinha = 3'b001; confirmar = 1'b1; #10;
    confirmar = 1'b0; #10;
    coordColuna = 3'b001;  coordLinha = 3'b101; confirmar = 1'b1; #10;
    confirmar = 1'b0; #10;
    coordColuna = 3'b011;  coordLinha = 3'b101; confirmar = 1'b1; #10;
    confirmar = 1'b0; #10;
    coordColuna = 3'b100;  coordLinha = 3'b110; confirmar = 1'b1; #10;
    confirmar = 1'b0; #10;
    enable = 1'b0; #10;
    enable = 1'b1; #10;
    coordColuna = 3'b000;  coordLinha = 3'b000; confirmar = 1'b1; #10;
  end
endmodule
module mux_2mapas_x1(
  mapa0, mapa1,
  sel,
  out
);
  input [6:0] mapa0, mapa1;
  input  sel;
  output [6:0] out;
  mux_2x1 mux0(mapa0[0], mapa1[0], sel, out[0]);
  mux_2x1 mux1(mapa0[1], mapa1[1], sel, out[1]);
  mux_2x1 mux2(mapa0[2], mapa1[2], sel, out[2]);
  mux_2x1 mux3(mapa0[3], mapa1[3], sel, out[3]);
  mux_2x1 mux4(mapa0[4], mapa1[4], sel, out[4]);
  mux_2x1 mux5(mapa0[5], mapa1[5], sel, out[5]);
  mux_2x1 mux6(mapa0[6], mapa1[6], sel, out[6]);
endmodule
module TB_mux_2mapas_x1();
  reg sel;
  reg [6:0] mapa0, mapa1;
  wire [6:0] out;
  mux_2mapas_x1 mux_2mapas_x1(mapa0, mapa1, sel, out);
  initial begin
    mapa0 = 7'b1000001;
    mapa1 = 7'b1100011;
    sel = 1'b0; #10;  
    sel = 1'b1; #10;  
  end
endmodule
module mux_2x1(a, b, sel, out);
	input a, b, sel;
	output out;
	wire w0, w1;
	and and0(w0, a, ~sel);
	and and1(w1, b, sel);
	or or0(out, w0, w1);
endmodule
module TB_mux_2x1();
	reg a, b, sel;
	wire out;
	mux_2x1 mux_2x1(a, b, sel, out);
	initial begin
		sel = 1'b0; a = 1'b0; b = 1'b0; #10;  
		sel = 1'b0; a = 1'b0; b = 1'b1; #10;  
		sel = 1'b0; a = 1'b1; b = 1'b0; #10;  
		sel = 1'b0; a = 1'b1; b = 1'b1; #10;  
		sel = 1'b1; a = 1'b0; b = 1'b0; #10;  
		sel = 1'b1; a = 1'b0; b = 1'b1; #10;  
		sel = 1'b1; a = 1'b1; b = 1'b0; #10;  
		sel = 1'b1; a = 1'b1; b = 1'b1; #10;  
	end
endmodule
==> reports/qor.yml <==
status:
  status: "finished, violations left"
  violations: "hold timing"
route:
  drt_wl_total_um: 8230
  vias: 2613
  drt-initial-drc-count: 206
  viasPerCell: 4.89
  drt_first_pass_iters: 4
  wl_per_cell_um: 15.4
  drc: 0
  antenna_left: 0
  antenna_cells_inserted: 0
worst_setup_path:
  cp-start-kind: "input pin"
  r2r_slack_ns: 0.23
  crit_fanout: 13
  critPathCaptureType: "register"
  critical_path_class: "input pin to register"
  critPathArrivalTime_ns: 3.38
  slowest_stage: "clkdlybuf4s50_1"
  cp_cell_sequence: "clkdlybuf4s50_1 > and4bb_1 > nand4b_1 > dlygate4sd3_1 > nand4_1 > nor4_1 > nand3_2 > nor2b_4"
  r2r_end: "FF_jk2.q$_DFF_PN0_"
  path_buffers: 2
  required_ns: 3.60
  crit_family: "buffers and inverters"
  slowest_delay_ns: 0.82
  reg2reg_from: "matriz0[4]$_DFF_PN0_"
  r2r_cells: 8
yosys:
  synthTopCellsByArea: "dfrtp_1 34%, mux2_2 13%, buf_4 10%, nand4b_1 5.9%, xor2_1 5.2%"
  yosysTopAreaCell: "dfrtp_1"
  edf_count: 0
  ys_area_mm2: 0.00284
  yosysWarnings: 3
  yosysCellCount: 291
  ys_ff: 40
  synthArstFlopShare_pct: 97.5
  synth_top_area_share_pct: 34.4
  ys_types: 46
  synth_area_mm2: 0.00284
  ff_type: "dfrtp_1"
  syn_inst: 291
  avgSynthCellArea_um2: 9.76
  ys_seq_share_pct: 35.1
sta:
  hold_viol_final: 1
  hold_ws_ns: -0.0583
  drv_slew: 0
  finClkSkew_ns: 0.123
  clock.fmax_ghz: 0.335
  worst_pin_slew_ns: 0.737
  fin_setup_tns_ns: 0
  grt_setup_unrepaired: "false"
  finalSetupViolations: 0
  fin_crit_ns: 2.99
  finalCritPeriodShare_pct: 93.3
  slew_headroom_pct: 50.7
die:
  die_width_um: 99.3
  chipArea_mm2: 0.00986
  rows: 35
  fp.coreArea_mm2: 0.00920
  ios: 84
  fp_util_pct: 30.9
  die_y_um: 99.3
cts:
  clk_latency_ns: 0.62
  post_cts_buffers: 0
  cts.reportedPaths.clkPinSlew_ns: 0.07
  post_cts_resize_count: 0
  cts_tree: "yes"
global_routing:
  met1_usage_pct: 27.4
  track_usage_pct: 17.5
  grt-ovfl-total: 0
  use_met3_pct: 4.22
  grt_pass1_vias: 2558
  antenna_found_initial: 0
  grt_max_degree: 40
  gr-max-usage-layer: "met1"
  grt_pass1_wl_um: 13300
  use_met2_pct: 25.1
run:
  warnings: 27
  cap_violations: 0
placed_design:
  gp_congestion: 0.882
  dpl_cell_area_mm2: 0.00350
  dp_hpwl_um: 5690
  port_buffers: 83
worst_hold_path:
  min_path_type: "input pin to clock gate"
  hp-start: "coordColuna[0]"
  min_path_cells: 5
power_and_ir_drop:
  net-switching-power_mw: 0.484
  p_int_mw: 1.40
  power_leakage_nw: 1.80
  sw_frac_of_total_pct: 25.7
  peakVddDrop_mv: 0.198
  power.density_mw_per_mm2: 421
  clockPowerShare_pct: 30.2
  power_frac_seq_pct: 34.5
  p_comb_share_pct: 35.4
layout:
  synthToLayoutAreaGrowth_pct: 57.5
  drive_gt1_share_pct: 15.6
  stdcell_area_mm2: 0.00447
==> Yosys cell counts, drive strengths merged, types with 2 or more instances <==
cell	n
nand4	11
inv	9
and4bb	4
nand2	38
o2111ai	2
nor4b	3
a21oi	2
nand4b	19
buf	46
o21ai	3
nor2b	7
nor4bb	4
dfrtp	39
xnor2	2
mux2	32
nor2	7
nor4	4
nand3	13
xor2	17
a32oi	3
clkbuf	6
o211ai	3
and2	2
nand2b	2
==> cells in the final DEF, fill, tap and decap left out, drive strengths merged, types with 3 or more instances in the layout <==
| cell | n |
|---|---|
| xor2 | 17 |
| nor4 | 4 |
| mux2 | 32 |
| inv | 9 |
| nand4 | 11 |
| nand4b | 19 |
| o211ai | 3 |
| nand2 | 38 |
| nor4b | 3 |
| nor2b | 7 |
| nand3 | 13 |
| dfrtp | 39 |
| o21ai | 3 |
| clkbuf | 14 |
| a32oi | 3 |
| nor4bb | 4 |
| buf | 9 |
| nor2 | 7 |
| dlygate4sd3 | 78 |
| and4bb | 4 |
| clkdlybuf4s50 | 82 |
==> layer usage <==
layer | share of wire, % | routed length, um
met1 | 49 | 4030
met2 | 44 | 3620
met3 | 5.3 | 440
met4 | 1.8 | 146
met5 | 0 | 0
==> final cells by class <==
cell class / instances / area (um2)
multi-input cells: 190 / 1450
well taps: 111 / 139
inverters: 9 / 33.8
clock buffers: 14 / 183
repair buffers: 169 / 1670
clock inverters: 1 / 5.00
flip-flops and latches: 40 / 996
fillers: 842 / 4720
==> how the worst max path moves through the flow <==
stage / start / end / cells past startpoint
4_1_cts: matriz0[4]$_DFF_PN0_ / FF_jk2.q$_DFF_PN0_ / 8
5_1_grt: coordColuna[2] / clock gate / 7
6_report: coordLinha[2] / FF_jk2.q$_DFF_PN0_ / 8
==> power groups by stage <==
stage	Combinational, mW	Sequential, mW	Clock (mW)
6_report	0.666	0.649	0.568
5_1_grt	0.720	0.663	0.612
4_1_cts	0.653	0.650	0.590
==> logic make-up after synthesis <==
| group | Yosys count | share of synthesized area [%] |
|---|---|---|
| DFF | 40 | 35.1 |
| xor gates and xnor gates | 19 | 5.86 |
| muxes | 32 | 12.7 |
| and+or+nand+nor | 120 | 27.6 |
| buffers and inverters | 61 | 13.9 |
| AOI/OAI and AO/OA | 19 | 4.89 |
==> flip-flops by register name, summed over array words and instances (netlist names) <==
signal	count
FF_jk1.q	1
FF_jk2.q	1
contador_vida.ff.q	1
contador_vida.ff2.q	1
ff_vida.Q	1
matriz0	7
matriz1	7
matriz2	7
matriz3	7
matriz4	7
==> tightest hold or removal path, stage by stage <==
cell             delay, ns
clkdlybuf4s50_1       0.59
o21a_1                0.28
o22ai_1               0.16
nor4_2                0.08
nand3_2               0.09
==> through the flow <==
step | util [%] | setup slack, ns | hold slack [ns] | cells | power [mW]
floorplan | - | 1.11 | -1.33 | 291 | 0.947
global placement | 38.1 | 0.196 | -1.33 | 441 | 1.13
detailed placement | 38.1 | 0.227 | -1.32 | 441 | 1.13
CTS | 47.9 | 0.227 | -0.287 | 527 | 1.89
global route | 48.6 | 0.0847 | 0.0272 | 534 | 2.00
finish | 48.6 | 0.215 | -0.0583 | 534 | 1.88
==> what timing repair did <==
action	in CTS	in global routing
endpoints found under the hold margin	2	1
endpoints found under the setup margin	0	0
hold buffers	1	7
Power and IR drop assume default switching activity.
