==> flow/design.v <==
module mux_4x1(a, b, c, d, sel, out);
  input a, b, c, d;
  input [1:0] sel;
  output out;
  wire w0, w1, w2, w3;
  and and0(w0, a, ~sel[1], ~sel[0]);
  and and1(w1, b, ~sel[1], sel[0]);
  and and2(w2, c, sel[1], ~sel[0]);
  and and3(w3, d, sel[1], sel[0]);
  or or0(out, w0, w1, w2, w3);
endmodule
module TB_mux_4x1();
  reg a, b, c, d;
  reg [1:0] sel;
  wire out;
  mux_4x1 mux_4x1(a, b, c, d, sel, out);
  initial begin
    sel = 2'b00; a = 1'b1; b = 1'b0; c = 1'b0; d = 1'b0; #10;  
    sel = 2'b01; a = 1'b0; b = 1'b1; c = 1'b0; d = 1'b0; #10;  
    sel = 2'b10; a = 1'b0; b = 1'b0; c = 1'b1; d = 1'b0; #10;  
    sel = 2'b11; a = 1'b0; b = 1'b0; c = 1'b0; d = 1'b1; #10;  
    sel = 2'b00; a = 1'b0; b = 1'b0; c = 1'b0; d = 1'b0; #10;  
    sel = 2'b01; a = 1'b0; b = 1'b0; c = 1'b0; d = 1'b0; #10;  
    sel = 2'b10; a = 1'b0; b = 1'b0; c = 1'b0; d = 1'b0; #10;  
    sel = 2'b11; a = 1'b0; b = 1'b0; c = 1'b0; d = 1'b0; #10;  
    sel = 2'b00; a = 1'b0; b = 1'b1; c = 1'b1; d = 1'b1; #10;  
    sel = 2'b01; a = 1'b1; b = 1'b0; c = 1'b1; d = 1'b1; #10;  
    sel = 2'b10; a = 1'b1; b = 1'b1; c = 1'b0; d = 1'b1; #10;  
    sel = 2'b11; a = 1'b1; b = 1'b1; c = 1'b1; d = 1'b0; #10;  
  end
 endmodule
module mux_mapa(
  mapa0, mapa1, mapa2, mapa3,
  sel,
  out
);
  input [6:0] mapa0, mapa1, mapa2, mapa3;
  input [1:0] sel;
  output [6:0] out;
  mux_4x1 m0(mapa0[6], mapa1[6], mapa2[6], mapa3[6], sel, out[6]);
  mux_4x1 m1(mapa0[5], mapa1[5], mapa2[5], mapa3[5], sel, out[5]);
  mux_4x1 m2(mapa0[4], mapa1[4], mapa2[4], mapa3[4], sel, out[4]);
  mux_4x1 m3(mapa0[3], mapa1[3], mapa2[3], mapa3[3], sel, out[3]);
  mux_4x1 m4(mapa0[2], mapa1[2], mapa2[2], mapa3[2], sel, out[2]);
  mux_4x1 m5(mapa0[1], mapa1[1], mapa2[1], mapa3[1], sel, out[1]);
  mux_4x1 m6(mapa0[0], mapa1[0], mapa2[0], mapa3[0], sel, out[0]);
endmodule
module TB_mux_mapa();
  reg [1:0] sel;
  reg [6:0] mapa0, mapa1, mapa2, mapa3;
  wire [6:0] out;
  mux_mapa mux_mapa(mapa0, mapa1, mapa2, mapa3, sel, out);
  initial begin
    mapa0 = 7'b1000001;
    mapa1 = 7'b1100011;
    mapa2 = 7'b1110111;
    mapa3 = 7'b1111001;
    sel = 3'b00; #10;  
    sel = 3'b01; #10;  
    sel = 3'b10; #10;  
    sel = 3'b11; #10;  
  end
endmodule
module seletor_mapa(
  sel, confirmar, enable,
  mapa4, mapa3, mapa2, mapa1, mapa0,
  mapaTemp4, mapaTemp3, mapaTemp2, mapaTemp1, mapaTemp0
);
  input [1:0] sel;
  input confirmar, enable;
  output reg [6:0] mapa0, mapa1, mapa2, mapa3, mapa4;  
  output [6:0] mapaTemp0, mapaTemp1, mapaTemp2, mapaTemp3, mapaTemp4;  
  initial begin
    mapa0 = 7'b0000000;
    mapa1 = 7'b0000000;
    mapa2 = 7'b0000000;
    mapa3 = 7'b0000000;
    mapa4 = 7'b0000000;
  end
  mux_mapa m0(7'b0000100, 7'b1110000, 7'b1110111, 7'b0000111, sel, mapaTemp0);
  mux_mapa m1(7'b0001100, 7'b0100000, 7'b1000010, 7'b0100001, sel, mapaTemp1);
  mux_mapa m2(7'b1000101, 7'b0100000, 7'b0100000, 7'b0111000, sel, mapaTemp2);
  mux_mapa m3(7'b1110001, 7'b1000010, 7'b0100000, 7'b0100010, sel, mapaTemp3);
  mux_mapa m4(7'b1000011, 7'b1110111, 7'b1110000, 7'b0000111, sel, mapaTemp4);
  always @(posedge confirmar) begin
    if (enable) begin
      mapa0 <= mapaTemp0;
      mapa1 <= mapaTemp1;
      mapa2 <= mapaTemp2;
      mapa3 <= mapaTemp3;
      mapa4 <= mapaTemp4;
    end
  end
endmodule
module TB_Seletor_Mapa();
  reg [1:0] sel;
  reg confirmar, enable;
  wire [6:0] mapa0, mapa1, mapa2, mapa3, mapa4;
  wire [6:0] mapaTemp0, mapaTemp1, mapaTemp2, mapaTemp3, mapaTemp4;
  seletor_mapa seletor_mapa(.sel(sel), .enable(enable), .confirmar(confirmar), .mapa0(mapa0), .mapa1(mapa1), .mapa2(mapa2), .mapa3(mapa3), .mapa4(mapa4), .mapaTemp0(mapaTemp0), .mapaTemp1(mapaTemp1), .mapaTemp2(mapaTemp2), .mapaTemp3(mapaTemp3), .mapaTemp4(mapaTemp4));
  initial begin
    confirmar = 1'b0;
    enable = 1'b1;
    sel = 3'b00; #10;
    sel = 3'b01; confirmar = 1'b1 ;#10;
    confirmar = 1'b0; #10;
    sel = 3'b10; #10;
    sel = 3'b11; #10;
    confirmar = 1'b1; #10;
    confirmar = 1'b0; #10;
    sel = 3'b01; #10;
    confirmar = 1'b1; #10;
    confirmar = 1'b0; #10;
    enable = 1'b0; #10;
    sel = 3'b10; #10;
    sel = 3'b11; #10;
    confirmar = 1'b1; #10;
    sel = 3'b00; #10;
    sel = 3'b01; #10;
  end
endmodule
==> flow/run.sh <==
#!/bin/bash
# OpenROAD 26Q1-2900-gdf79404cd8, Yosys 0.63+post, stock flow scripts
make -C /OpenROAD-flow-scripts/flow DESIGN_CONFIG=/design/flow/config.mk WORK_HOME=/design/flow/orfs finish
==> flow/config.mk <==
export PLATFORM = sky130hd
export DESIGN_NAME = seletor_mapa
export DESIGN_NICKNAME = seletor_mapa
export VERILOG_FILES = /design/flow/design.v
export SDC_FILE = /design/flow/constraint.sdc
export NUM_CORES = 4
export LEC_CHECK = 1
export CORE_AREA = 10 10 70 70
export DIE_AREA = 0 0 80 80
==> flow/constraint.sdc <==
current_design seletor_mapa

set clk_period 1.0
set clk_io_pct 0.2

create_clock -name clk0 -period $clk_period [get_ports {confirmar}]

set non_clock_inputs [all_inputs -no_clocks]
set_input_delay [expr $clk_period * $clk_io_pct] -clock clk0 $non_clock_inputs
set_output_delay [expr $clk_period * $clk_io_pct] -clock clk0 [all_outputs]
==> run summary <==
Outcome - complete, but fails checks
Failing checks - negative setup slack
RSZ-0062 raised after global routing - true
I/O pin count - 74
Worst-path clk slew - 0.07 ns
Critical path class - primary input to output port
Clock buffer depth - 2
Initial Util - 0.269
Post-layout period usage - 1.17
Num Clock Sinks - 11
CP Data Required Time - 0.80 ns
Std-Cell Core Area - 3420 um^2
Final setup TNS - -2.77 ns
Max stage delay on crit path - 0.26 ns
ANT cells - 0
Synth warn - 1
Fill cells - 320
Fmax - 853 MHz
Worst vdd rail ir drop - 0.301 mV
Crit path DAT - 0.97 ns
Routed vias - 597
Yosys Chip Area - 918 um^2
Layout area overhead - 63.8%
CP max FO - 4
Area after DPL - 1300 um^2
Flops & latches, synth - 11
Row count - 21
Yosys cell count - 88
Total routed wirelength - 2.40 mm
Sw frac - 0.229
DR WL/cell - 13.6 um
Combinational Area - 256 um^2
Vias per inst - 3.39
GPL Wtd Cong - 0.698
Seq. cell area - 330 um^2
Total CTS buffers - 3
Critical Path End Type - output port
Synthesized cell area - 918 um^2
Violation count after the first detailed-routing iteration - 12
Width of the die - 80 um
Routed Antenna Nets - 0
Initial antenna violation count - 0
Post-DP HPWL - 1.84 mm
Cell Int Power - 0.00107 W
Dominant logic cell types in the final layout - 39 x buf_6, 25 x buf_2, 12 x conb_1
Yosys cell types - 6
Mean post-synth cell area - 10.4 um^2
Worst-path cell chain - buf_12 > ha_4 > buf_6 > or2_4 > buf_6
Seq share, synth - 0.360
Die H - 80 um
Htree depth - 1
Logic pwr share - 0.375
HP Class - primary input to flip-flop
Power Density - 925 nW/um^2
Final Hold Fails - 0
DRC Markers - 0
Finished Layout Cells - 176
CTS tree - yes
Worst setup margin - -0.172 ns
Reg power frac - 0.409
Tool Warnings - 35
Most frequent logic cell in the layout - buf_6
Final min period - 1.17 ns
Startpoint types - primary input
Root buffer cell - clkbuf_4
Die ar. - 6400 um^2
Number of global-route vias before repair - 664
Port buffer count - 61
Cts hold-fix bufs - 0
Final hold slack - 0.365 ns
Switching power - 0.000318 W
Grt ovf - 0
Share of layout cells above drive strength 1 - 0.777
Max Cap Viol - 0
Placed Instances - 158
Final setup violating endpoints - 30
Final Max Slew Viols - 0
Clock share of power - 0.216
Pleak - 0.718 nW
Master of the slowest instance on the critical path - or2_4
First-pass GRT wire length - 3.59 mm
Total GRT Usage - 0.0704
Pre-antenna DRT Iters - 2
Fin area - 1500 um^2
Largest net degree at the start of global routing - 12
Most used cell, CP - buf_6
Cells after synthesis - 88
final cells by class:
| type | count | share of cell area |
|---|---|---|
| timing repair buffer | 86 | 0.524 |
| clock buffer | 4 | 0.0175 |
| tap | 46 | 0.0383 |
| sequential | 11 | 0.220 |
| inverter | 6 | 0.0300 |
| multi-input combinational | 23 | 0.171 |
metrics by stage:
stage	worst slack [ns]	power [W]	util
after global placement	-0.920	0.00103	0.381
after floorplan	-0.0173	0.000805	-
final	-0.172	0.00139	0.440
after CTS	-0.176	0.00137	0.422
after detailed placement	-0.990	0.00103	0.381
after global routing	-0.216	0.00149	0.440
metal layers:
| layer | track usage | up-vias | share of wire |
|---|---|---|---|
| li1 | - | 287 | - |
| met1 | 0.0789 | 272 | 0.36 |
| met2 | 0.119 | 36 | 0.51 |
| met3 | 0.0341 | 2 | 0.12 |
| met4 | 0.0141 | 0 | 0.011 |
| met5 | 0 | - | 0 |
path summary, 6_finish.rpt:
| kind | startpoint | to | slack, ns | cells past startpoint |
|---|---|---|---|---|
| worst min-delay path | sel[1] | mapa4[5] | 0.37 | 3 |
| worst max-delay path | sel[0] | mapaTemp0[1] | -0.17 | 5 |
cells in the mapped netlist:
cell type / number / share of area
buf_4: 59 / 0.48
conb_1: 1 / 0.0041
edfxtp_1: 11 / 0.36
ha_1: 8 / 0.11
inv_1: 6 / 0.025
or2_1: 3 / 0.020
state kept, by name, summed over array words and instances (netlist names):
name and flops:
mapa3 3, mapa1 1, mapa4 4, mapa0 1, mapa2 2
timing repair:
| item | in CTS | in global routing |
|---|---|---|
| pin swaps | 7 | 6 |
| setup buffers | 15 | 2 |
| endpoints found under the setup margin | 69 | 50 |
| gates resized | 237 | 22 |
cell families after synthesis:
kind of cell / after synthesis / synth area share
buffers and inverters: 65 / 0.507
DFF: 11 / 0.360
adders and majority gates: 8 / 0.109
and+or+nand+nor: 3 / 0.0204
other: 1 / 0.00408
critical path, delay by kind of cell:
| kind | cells | cell delay (ns) |
|---|---|---|
| simple gates | 1 | 0.26 |
| fa+ha+maj | 1 | 0.17 |
| buf+inv | 3 | 0.34 |
power by group through the flow:
stage / logic (W) / clock network (W) / registers, W
CTS: 0.000493 / 0.000310 / 0.000570
global route: 0.000571 / 0.000339 / 0.000576
finish: 0.000522 / 0.000300 / 0.000569
Power and IR drop assume default switching activity.
